===== /design/flow/run.sh =====
#!/bin/bash
# OpenROAD 26Q1-2900-gdf79404cd8, Yosys 0.63+post, stock flow scripts
make -C /OpenROAD-flow-scripts/flow DESIGN_CONFIG=/design/flow/config.mk WORK_HOME=/design/flow/orfs finish

===== /design/flow/config.mk =====
export PLATFORM = sky130hd
export DESIGN_NAME = CN
export DESIGN_NICKNAME = CN
export VERILOG_FILES = /design/flow/design.v
export SDC_FILE = /design/flow/constraint.sdc
export NUM_CORES = 4
export LEC_CHECK = 1
export CORE_UTILIZATION = 40

===== /design/flow/constraint.sdc =====
current_design CN

set clk_period 22.4
set clk_io_pct 0.2

create_clock -name clk0 -period $clk_period

set non_clock_inputs [all_inputs -no_clocks]
set_input_delay [expr $clk_period * $clk_io_pct] -clock clk0 $non_clock_inputs
set_output_delay [expr $clk_period * $clk_io_pct] -clock clk0 [all_outputs]

===== /design/flow/design.v =====
module CN(
    opcode,
    in_n0,
    in_n1,
    in_n2,
    in_n3,
    in_n4,
    in_n5,
    out_n
);
input [3:0] in_n0, in_n1, in_n2, in_n3, in_n4, in_n5;
input [4:0] opcode;
output logic [8:0] out_n;
logic [4:0] value[0:5], a[0:5], a1[0:5], a2[0:5], a3[0:5], a4[0:5], a5[0:5], out[0:5];
logic [9:0] mul_reg;
register_file f1(.address(in_n0),.value(value[0]));
register_file f2(.address(in_n1),.value(value[1]));
register_file f3(.address(in_n2),.value(value[2]));
register_file f4(.address(in_n3),.value(value[3]));
register_file f5(.address(in_n4),.value(value[4]));
register_file f6(.address(in_n5),.value(value[5]));
always_comb begin
    a[0] = value[0];
    a[1] = value[1];
    a[2] = value[2];
    a[3] = value[3];
    a[4] = value[4];
    a[5] = value[5];
    a1[0] = (a[0] < a[1])? a[0] : a[1];
    a1[1] = (a[0] < a[1])? a[1] : a[0];
    a1[2] = (a[2] < a[3])? a[2] : a[3];
    a1[3] = (a[2] < a[3])? a[3] : a[2];
    a1[4] = (a[4] < a[5])? a[4] : a[5];
    a1[5] = (a[4] < a[5])? a[5] : a[4];
    a2[0] = (a1[0] < a1[2])? a1[0] : a1[2];
    a2[2] = (a1[0] < a1[2])? a1[2] : a1[0];   
    a2[3] = (a1[3] < a1[5])? a1[3] : a1[5];
    a2[5] = (a1[3] < a1[5])? a1[5] : a1[3];
    a2[1] = (a1[1] < a1[4])? a1[1] : a1[4];
    a2[4] = (a1[1] < a1[4])? a1[4] : a1[1];
    a3[0] = (a2[0] < a2[1])? a2[0] : a2[1];
    a3[1] = (a2[0] < a2[1])? a2[1] : a2[0];
    a3[2] = (a2[2] < a2[3])? a2[2] : a2[3];
    a3[3] = (a2[2] < a2[3])? a2[3] : a2[2];
    a3[4] = (a2[4] < a2[5])? a2[4] : a2[5];
    a3[5] = (a2[4] < a2[5])? a2[5] : a2[4];
    a4[0] = (a3[1] < a3[2])? a3[1] : a3[2];
    a4[1] = (a3[1] < a3[2])? a3[2] : a3[1];
    a4[2] = (a3[3] < a3[4])? a3[3] : a3[4];
    a4[3] = (a3[3] < a3[4])? a3[4] : a3[3];
    a4[4] = (a4[1] < a4[2])? a4[1] : a4[2];
    a4[5] = (a4[1] < a4[2])? a4[2] : a4[1];
    a5[0] = a3[0]; 
    a5[1] = a4[0]; 
    a5[2] = a4[4]; 
    a5[3] = a4[5]; 
    a5[4] = a4[3]; 
    a5[5] = a3[5]; 
    case(opcode[4:3])
        2'b11:
        begin
            out[0] = a5[0]; 
            out[1] = a5[1]; 
            out[2] = a5[2]; 
            out[3] = a5[3]; 
            out[4] = a5[4]; 
            out[5] = a5[5]; 
        end
        2'b10:
        begin
            out[0] = a5[5]; 
            out[1] = a5[4]; 
            out[2] = a5[3]; 
            out[3] = a5[2]; 
            out[4] = a5[1]; 
            out[5] = a5[0]; 
        end
        2'b01:
        begin            
            out[0] = value[5];
            out[1] = value[4];
            out[2] = value[3];
            out[3] = value[2];
            out[4] = value[1];
            out[5] = value[0];
        end
        2'b00:
        begin 
            out[0] = value[0];
            out[1] = value[1];
            out[2] = value[2];
            out[3] = value[3];
            out[4] = value[4];
            out[5] = value[5];
        end
    endcase
end
assign mul_reg = (out[3] * out[4]);
always_comb begin
    case(opcode[2:0])
        3'b000: out_n = out[2] - out[1];
        3'b001: out_n = out[0] + out[3];
        3'b010: out_n = mul_reg >> 1;
        3'b011: out_n = out[1] + (out[5] << 1);
        3'b100: out_n = out[1] & out[2];
        3'b101: out_n = ~out[0];
        3'b110: out_n = out[3] ^ out[4];
        3'b111: out_n = out[1] << 1;
    endcase
end
endmodule
module register_file(
    address,
    value
);
input [3:0] address;
output logic [4:0] value;
always_comb begin
    case(address)
    4'b0000:value = 5'd9;
    4'b0001:value = 5'd27;
    4'b0010:value = 5'd30;
    4'b0011:value = 5'd3;
    4'b0100:value = 5'd11;
    4'b0101:value = 5'd8;
    4'b0110:value = 5'd26;
    4'b0111:value = 5'd17;
    4'b1000:value = 5'd3;
    4'b1001:value = 5'd12;
    4'b1010:value = 5'd1;
    4'b1011:value = 5'd10;
    4'b1100:value = 5'd15;
    4'b1101:value = 5'd5;
    4'b1110:value = 5'd23;
    4'b1111:value = 5'd20;
    default: value = 0;
    endcase
end
endmodule

==> impl_summary.log <==
[report] extracting results
INFO  metric sum_of_buffers_and_inverters_on_the_critical_path = 9
INFO  metric postLayoutCellArea = between 0.007 and 0.008 mm2
INFO  metric drt_iter0_markers = 323
INFO  metric detail_route.wirelength = ~18000 um
INFO  metric yosys_warnings = 17
INFO  metric outcome = finished, final reports clean
INFO  metric design.seq.count = 0
INFO  metric rsz0062_at_grt = no
INFO  metric fillers = 1547
INFO  metric end_kind = output pin
INFO  metric synth.cellmix.adderShare = 25.0%
INFO  metric most_common_cell = sky130_fd_sc_hd__ha_1
INFO  metric period_needed = 21.69 ns
INFO  metric cts-hold-fix-buffers = 0
INFO  metric logic_family = AND-OR/OR-AND gates
INFO  metric die_w = 130 um
INFO  metric max_cap_violations = 0
INFO  metric num_io_pins = 38
INFO  metric crit_path_max_fanout = 9
INFO  metric sequential_cell_area = 0 um2
INFO  metric drt_pass1_iterations = 5
INFO  metric drc = 0
INFO  metric wire_length_of_the_first_global_routing_pass = 28200 um
INFO  metric placer_s_final_routability_congestion_estimate = between 0.9 and 1
INFO  metric synth.yosys.num_cells = 836
INFO  metric grt_pass1_vias = 5516
INFO  metric ys_seq_share = 0%
INFO  metric clockBufferCount = 0
INFO  metric number_of_setup_violations_in_the_final_report = 0
INFO  metric critical_path.max_stage_delay = 0.58 ns
INFO  metric grt_antenna_before_repair = 0
INFO  metric hpwlAfterDp = 15100 um
INFO  metric ys_sh_aoi = 27.7%
INFO  metric placeableCoreArea = 0.0159 mm2
INFO  metric gate_count_post_synth = 836
INFO  metric n_antenna_cell = 0
INFO  metric placedInstanceArea = between 0.007 and 0.008 mm2
INFO  metric port-buffer-count = 38
INFO  metric ys_types = 79
INFO  metric worst_path_max_delay_cell = sky130_fd_sc_hd__clkdlybuf4s50_1
INFO  metric ys_top_cells_by_area = sky130_fd_sc_hd__ha_1 (21%), sky130_fd_sc_hd__mux2i_1 (11%), sky130_fd_sc_hd__mux4_2 (6.5%), sky130_fd_sc_hd__a21oi_1 (5.5%), sky130_fd_sc_hd__inv_1 (5.0%)
INFO  metric wl_cell = 16.4 um
INFO  metric critical_path_arrival = 17.21 ns
INFO  metric openroad.warnings = approximately 64
INFO  metric final_max_slew_viol_count = 0
INFO  metric syn-cell-area = roughly 0.0066 mm2
INFO  metric max_slew.worst_pin.slew = 0.765 ns
INFO  metric fin_worst_hold_slack = 9.84 ns
INFO  metric routed_via_density = 5.62
INFO  metric die_y = 130 um
INFO  metric simple_gate_area_share = 12.9%
INFO  metric final_layout_size_suffix_gt1_share = 15.5%
INFO  metric synth-xor-area-share = 2.95%
INFO  metric synth.mux.area_fraction = 23.3%
INFO  metric cp_data_required_time = 17.92 ns
INFO  metric max_clock_freq = 46.1 MHz
INFO  metric yosys.area.top_type = sky130_fd_sc_hd__ha_1
INFO  metric common_cells = sky130_fd_sc_hd__ha_1 (112), sky130_fd_sc_hd__inv_1 (87), sky130_fd_sc_hd__mux2i_1 (75)
INFO  metric min-delay-path-class = in -> out
INFO  metric areaGrowthSynthToFinish = 13.3%
INFO  metric chip_area = 0.0169 mm2
INFO  metric setup_tns = 0 ns
INFO  metric top_delay_family_on_crit_path = AND-OR/OR-AND gates
INFO  metric worstSetupStartpointType = input pin
INFO  metric detailroute.via_count = roughly 6000
INFO  metric syn_area_per_cell = roughly 7.9 um2
INFO  metric grt_remaining_overflow = 0
INFO  metric core_util_floorplan = 41.2%
INFO  metric synthDominantCellAreaShare = between 20% and 30%
INFO  metric synth.yosys.chip_area = 0.00657 mm2
INFO  metric all_layer_gr_usage = between 20% and 30%
INFO  metric grt_max_degree = 59
INFO  metric finalClockPeriodUsage = 96.8%
INFO  metric timing.slew.headroom = 47.5%
INFO  metric worst-setup-path-type = in -> out
INFO  metric rows = 46
INFO  metric antenna_violating_nets_post_route = 0
INFO  metric report.final.hold_viol_count = 0
## repair_timing
action / CTS / global route
gates resized: 0 / 41
hold endpoints to repair: 0 / 0
endpoints found under the setup margin: 1 / 7
pin swaps: 1 / 2
setup buffers: 3 / 1
## path summary, 6_finish.rpt
| kind | from | to | slack, ns | cells past startpoint |
|---|---|---|---|---|
| max | in_n5[0] | out_n[8] | 0.71 | 55 |
| min | opcode[4] | out_n[5] | 9.84 | 4 |
## stage by stage
step | cells | util (%) | setup slack, ns
6_report | 1086 | 46.7 | 0.714
5_1_grt | 1086 | 46.7 | 0.0192
4_1_cts | 1085 | 45.6 | 0.147
3_5_place_dp | 1082 | 45.5 | 0.0175
3_3_place_gp | 1082 | 45.5 | 0.0909
2_1_floorplan | 836 | - | 1.10
## layout by cell type, fill, tap and decap left out, types with 7 or more instances in the layout
cell                                n
sky130_fd_sc_hd__ha_1             111
sky130_fd_sc_hd__inv_1             87
sky130_fd_sc_hd__mux2i_1           71
sky130_fd_sc_hd__nor2_1            71
sky130_fd_sc_hd__a21oi_1           62
sky130_fd_sc_hd__o21ai_0           51
sky130_fd_sc_hd__nand2_1           38
sky130_fd_sc_hd__buf_4             35
sky130_fd_sc_hd__clkdlybuf4s50_1   33
sky130_fd_sc_hd__mux2_2            25
sky130_fd_sc_hd__mux4_2            19
sky130_fd_sc_hd__a211oi_1          19
sky130_fd_sc_hd__a21o_1            18
sky130_fd_sc_hd__nand2b_1          16
sky130_fd_sc_hd__nor2b_1           14
sky130_fd_sc_hd__xnor2_1           13
sky130_fd_sc_hd__fa_1              12
sky130_fd_sc_hd__a21oi_2           11
sky130_fd_sc_hd__nand3_1            9
sky130_fd_sc_hd__o21a_1             8
sky130_fd_sc_hd__a211o_1            8
sky130_fd_sc_hd__nor3b_1            7
## kinds of logic after synthesis
kind of cell             after synthesis
AND-OR/OR-AND                        261
AND/OR/NAND/NOR                      178
buffers and inverters                129
multiplexers                         124
adder cells (fa/ha/maj)              124
XOR/XNOR                              20
## layer usage
layer  global-route usage, %  vias to the layer above  part of all wire, %
li1                        -                     3133                    -
met1                    33.1                     2831                   51
met2                    34.0                      128                   44
met3                    1.67                       13                  3.9
met4                    2.74                        0                  1.4
met5                       0                        -                    0
## cell type report
class / instances / area [um2] / share of cell area, %
inverter: 88 / 330 / 4.44
multi-input combinational: 707 / 6170 / 82.9
tap: 216 / 270 / 3.63
timing repair buffer: 75 / 672 / 9.03
