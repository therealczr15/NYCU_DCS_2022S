$ cat design/flow/run.sh
#!/bin/bash
# OpenROAD 26Q1-2900-gdf79404cd8, Yosys 0.63+post, stock flow scripts
make -C /OpenROAD-flow-scripts/flow DESIGN_CONFIG=/design/flow/config.mk WORK_HOME=/design/flow/orfs finish
$ cat design/flow/config.mk
export PLATFORM = sky130hd
export DESIGN_NAME = Fpc
export DESIGN_NICKNAME = Fpc
export VERILOG_FILES = /design/flow/design.v
export SDC_FILE = /design/flow/constraint.sdc
export NUM_CORES = 4
export LEC_CHECK = 1
export CORE_UTILIZATION = 30
$ cat design/flow/constraint.sdc
current_design Fpc

set clk_period 16.5
set clk_io_pct 0.2

create_clock -name clk0 -period $clk_period [get_ports {clk}]

set non_clock_inputs [all_inputs -no_clocks]
set_input_delay [expr $clk_period * $clk_io_pct] -clock clk0 $non_clock_inputs
set_output_delay [expr $clk_period * $clk_io_pct] -clock clk0 [all_outputs]
$ cat design/flow/design.v
module Fpc(
clk,
rst_n,
in_valid,
in_a,
in_b,
mode,
out_valid,
out
);
input clk, rst_n, in_valid, mode;
input [15:0] in_a, in_b;
output logic out_valid;
output logic [15:0] out;
logic [15:0] mul;
logic [6:0] mul_shift;
logic [15:0] in_a_reg, in_b_reg;
logic [15:0] out_comb;
logic [8:0] extend_a_shift, extend_b_shift;
logic [8:0] a_comp, b_comp;
logic [8:0] sum, sum_comp;
logic [7:0] sum_shift;
logic [8:0] extend_a, extend_b;
logic [4:0] exp_a, exp_b, exp_big, exp_total, exp_comp, exp_a_comp, exp_b_comp, exp_plus, exp_minusa, exp_minusb;
logic [5:0] exp_a_sign, exp_b_sign;
logic [5:0] exp_mul, exp_mul_comp;
logic [7:0] exp_mul_total;
logic [7:0] exp;
logic [2:0] exp_diff;
logic [1:0] exp_diff_comp;
logic out_valid_comb;
logic judgeBig, sign;
logic in_valid_reg;
logic mode_reg;
always_ff @(posedge clk or negedge rst_n) begin 
    if(!rst_n)
        in_valid_reg <= 0;
    else
        in_valid_reg <= in_valid;
end
always_ff @(posedge clk or negedge rst_n) begin 
    if(!rst_n)
        in_a_reg <= 0;
    else
        in_a_reg <= in_a;
end
always_ff @(posedge clk or negedge rst_n) begin 
    if(!rst_n)
        in_b_reg <= 0;
    else
        in_b_reg <= in_b;
end
always_ff @(posedge clk or negedge rst_n) begin 
    if(!rst_n)
        mode_reg <= 0;
    else
        mode_reg <= mode;
end
assign judgeBig = (in_valid_reg) ? (in_a_reg[14:0] > in_b_reg[14:0]) ? 1 : 0 : 0;
always_comb begin 
	case({in_a_reg[15],in_b_reg[15]})
		2'b00: sign = 0;
		2'b01: sign = !judgeBig;
		2'b10: sign = judgeBig;
		2'b11: sign = 1;
	endcase
end
assign extend_a = (in_valid_reg) ? {2'b01,in_a_reg[6:0]} : 0;
assign extend_b = (in_valid_reg) ? {2'b01,in_b_reg[6:0]} : 0;
assign mul = extend_a * extend_b;
assign mul_shift = (mul[15]) ? mul[14:8] : mul[13:7];
assign exp_a = (in_valid_reg) ? (in_a_reg[14:7] - 127) : 0;
assign exp_b = (in_valid_reg) ? (in_b_reg[14:7] - 127) : 0;
assign exp_a_comp = (exp_a[4]) ? (~exp_a + 1) : exp_a;
assign exp_a_sign = (exp_a[4]) ? {exp_a[4],exp_a_comp} : {exp_a[4], exp_a};
assign exp_b_comp = (~exp_b + 1);
assign exp_b_sign = (exp_b[4]) ? {exp_b[4],exp_b_comp} : {exp_b[4], exp_b};
assign exp_diff = (in_valid_reg) ? (in_a_reg[14:7] - in_b_reg[14:7]) : 0;
assign exp_diff_comp = (exp_diff[2]) ? (~exp_diff + 1): exp_diff[1:0];
assign exp_big = (judgeBig) ? exp_a : exp_b;
assign exp_plus = exp_a_sign[4:0] + exp_b_sign[4:0];
assign exp_minusa = exp_b_sign[4:0] - exp_a_sign[4:0];
assign exp_minusb = exp_a_sign[4:0] - exp_b_sign[4:0];
always_comb begin
	case({exp_a_sign[5],exp_b_sign[5]})
		2'b00: exp_mul = {1'b0,exp_plus};
		2'b01: exp_mul = (exp_a_sign[4:0] > exp_b_sign[4:0]) ? {1'b0, exp_minusb} : {1'b1, exp_minusa};
		2'b10: exp_mul = (exp_a_sign[4:0] > exp_b_sign[4:0]) ? {1'b1, exp_minusb} : {1'b0, exp_minusa};
		2'b11: exp_mul = {1'b1,exp_plus};
	endcase
end
assign exp_mul_total = (exp_mul[5] > 0) ? (127 - exp_mul[4:0] + mul[15]) : (127 + exp_mul[4:0] + mul[15]);
assign extend_a_shift = (exp_diff[2]) ? {(extend_a >> exp_diff_comp)} : extend_a;
assign extend_b_shift = (exp_diff[2]) ? extend_b : {(extend_b >> exp_diff_comp)};
assign a_comp = (in_a_reg[15]) ? (~extend_a_shift + 1) : extend_a_shift;
assign b_comp = (in_b_reg[15]) ? (~extend_b_shift + 1) : extend_b_shift;
assign sum = (a_comp + b_comp);
assign sum_comp = (sign) ? (~sum + 1) : sum;
always_comb begin
	if(sum_comp[8]) begin
		sum_shift = sum_comp >> 1;
		exp_total = exp_big + 1;
	end else if (sum_comp[7])begin
		sum_shift = sum_comp;
		exp_total = exp_big;
	end else if (sum_comp[6])begin
		sum_shift = sum_comp << 1;
		exp_total = exp_big - 1;
	end else if (sum_comp[5])begin
		sum_shift = sum_comp << 2;
		exp_total = exp_big - 2;
	end else if (sum_comp[4])begin
		sum_shift = sum_comp << 3;
		exp_total = exp_big - 3;
	end else if (sum_comp[3])begin
		sum_shift = sum_comp << 4;
		exp_total = exp_big - 4;
	end else if (sum_comp[2])begin
		sum_shift = sum_comp << 5;
		exp_total = exp_big - 5;
	end else if (sum_comp[1])begin
		sum_shift = sum_comp << 6;
		exp_total = exp_big - 6;
	end else if (sum_comp[0])begin
		sum_shift = sum_comp << 7;
		exp_total = exp_big - 7;
	end else begin
		sum_shift = 0;
		exp_total = 0;
	end
end
assign exp_comp = ~exp_total + 1;
assign exp = (exp_total[4]) ? (127 - exp_comp) : (127 + exp_total);
always_ff @(posedge clk or negedge rst_n) begin 
    if(!rst_n)
        out_valid <= 0;
    else
        out_valid <= out_valid_comb;
end
always_comb begin
	if(in_valid_reg) begin
		if(mode_reg) 
			out_comb = {(in_a_reg[15] ^ in_b_reg[15]),exp_mul_total,mul_shift};
		else
			out_comb = {sign, exp ,sum_shift[6:0]};
	end else
		out_comb = 0;
end
assign out_valid_comb = (in_valid_reg) ? 1 : 0;
always_ff @(posedge clk or negedge rst_n) begin 
    if(!rst_n)
        out <= 0;
    else
        out <= out_comb;
end
endmodule
==> flow_summary.json <==
{
  "status": "finished, final reports clean",
  "dr.pass1.iters": 6,
  "hold_viol": 0,
  "yosys_cells": 972,
  "worst_slack_ns": 8.64,
  "path_class": "reg2reg",
  "finalSetupViolations": 0,
  "via_per_inst": 5.36,
  "p_sw_uw": 639,
  "clkSinkCount": 51,
  "io_buffers": 52,
  "grt_usage_pct": 17.8,
  "yosys_area_um2": 7980,
  "gp_congestion": 0.929,
  "seq_power_share_pct": 12.9,
  "numCtsBuffers": 5,
  "dp_hpwl_um": 18000,
  "dpl_cell_area_um2": 8860,
  "warnings": 43,
  "end_kind": "flip-flop",
  "hold_class": "reg2reg",
  "area_delta_synth_final_pct": 13.0,
  "async_flop_share_pct": 100,
  "synth.most_common_cell": "inv_1",
  "top_area_cell": "dfrtp_1",
  "finalMaxSlewViolations": 0,
  "hold_buffers": 0,
  "worstMarginPinSlew_ns": 0.787,
  "r2r-start": "in_a_reg[7]$_DFF_PN0_",
  "top_cells_by_area": "dfrtp_1 (16%), ha_1 (14%), fa_1 (10%)",
  "netlist_area_um2": 7980,
  "clk_latency_ns": 0.31,
  "ff2ff_setup_slack_ns": 8.64,
  "ys_ff": 51,
  "ctsResizeCount": 0,
  "pre_cts_ws_ns": 8.76,
  "path_clk_slew_ns": 0.07,
  "grt_pass1_vias": 7003,
  "fp_util_pct": 30.6,
  "drc": 0,
  "synth_cell_types": 96,
  "common_cells": "inv_1 (99), nand2_1 (94), ha_1 (92), nor2_1 (74), a21oi_1 (53)",
  "clock_skew_ns": 0.0121,
  "startpoint_type": "flip-flop",
  "synthCells": 972,
  "grt_max_degree": 59,
  "core_area_um2": 26100,
  "critPathSlowestCell": "fa_1",
  "max_freq_mhz": 127,
  "p_per_area_nw_per_um2": 135,
  "clock-root-buffer": "clkbuf_16",
  "p_clk_share_pct": 9.1,
  "setup_tns_ns": 0,
  "crit_fanout": 15,
  "fp.dieArea_um2": 27200,
  "drv_cap": 0,
  "postCtsSetupBuffers": 0,
  "worstHoldStart": "mode_reg$_DFF_PN0_",
  "comb_power_share_pct": 78.0,
  "p_leak_nw": 4.04,
  "min_period_ns": 7.86,
  "pin_count": 53,
  "required_ns": 16.73,
  "yosysWarnings": 1,
  "clock_path_buffers": 2,
  "drive_above_1_share_pct": 6.84,
  "crit_arrival_ns": 8.09,
  "grt_pass1_wl_um": 37200,
  "die_w_um": 165,
  "cts_tree": "done",
  "avgRoutedWirePerCell_um": 16.7,
  "ant_nets": 0,
  "max_stage_delay_ns": 0.73,
  "synthFlopType": "dfrtp_1",
  "irDropWorstVdd_mv": 0.106,
  "top_area_share_pct": 16.0,
  "synth_area_per_cell_um2": 8.21,
  "relSlewSlack_pct": 47.0,
  "core.rowCount": 59,
  "startpoint": "in_a_reg[7]$_DFF_PN0_",
  "enable_flop_cells": 0,
  "yosysSeqAreaShare_pct": 16.0,
  "fin_area_um2": 9010,
  "internal_power_uw": 579,
  "vias": 7208,
  "period_used_pct": 47.6,
  "overflow": 0,
  "cts_max_level": 2,
  "drt_wl_total_um": 22400,
  "first_iter_violations": 600,
  "die_height_um": 165,
  "switching_share_pct": 52.5,
  "rsz0062_at_grt": "false",
  "cpMostUsedCell": "inv_1",
  "antenna_found_initial": 1,
  "num_antenna_cells": 0
}
==> power by group through the flow <==
stage / registers, mW / clock network [mW] / logic, mW
after global routing: 0.159 / 0.120 / 1.06
after CTS: 0.157 / 0.115 / 0.947
final: 0.157 / 0.111 / 0.951
==> layout by cell type (no fill, tap or decap), drive strengths merged, types with 8 or more instances in the layout <==
master / instances
inv: 101
nor2: 76
nand2: 96
a31oi: 21
and3: 20
a211oi: 22
xnor2: 40
o31ai: 8
xor2: 20
a21o: 12
a21oi: 55
nand3: 30
dfrtp: 51
mux2i: 15
o21ai: 51
and2: 14
ha: 92
clkdlybuf4s50: 51
nor3: 26
a221oi: 11
buf: 17
fa: 40
nor2b: 11
==> routing by layer <==
metal,vias to the layer above,part of all wire (%),GRT usage [%]
met5,-,0.062,0
met1,3420,45,25.0
met4,2,1.7,3.00
li1,3535,-,-
met2,221,47,28.8
met3,30,6.9,3.64
==> worst max-delay path, delay by kind of cell (launching register included) <==
family                     cells  cell delay (ns)
and+or+nand+nor                8             1.54
DFF                            1             0.42
adders and majority gates      5             2.15
buffers and inverters          4             0.43
AOI/OAI and AO/OA              7             1.92
muxes                          2             0.50
xor gates and xnor gates       2             0.81
==> layout make-up <==
type / instances / area [µm²]
repair buffers: 68 / 636
well taps: 335 / 419
flip-flops and latches: 51 / 1280
inverters: 101 / 379
multi-input cells: 781 / 6150
clock buffers: 5 / 125
fillers: 2672 / 17000
clock inverters: 3 / 27.5
==> cell families after synthesis <==
group | share of synthesized area [%]
AOI/OAI and AO/OA | 23.2
buffers and inverters | 6.93
muxes | 2.74
and+or+nand+nor | 19.8
xor gates and xnor gates | 6.87
adders and majority gates | 24.5
DFF | 16.0
==> path summary, 6_finish.rpt <==
| path | end | cells past startpoint |
|---|---|---|
| max | out[10]$_DFF_PN0_ | 28 |
| min | out[1]$_DFF_PN0_ | 2 |
| max reg2reg | out[10]$_DFF_PN0_ | 28 |
| min reg2reg | out[1]$_DFF_PN0_ | 2 |
| max in group asynchronous | in_b_reg[8]$_DFF_PN0_ | 2 |
| min in group asynchronous | in_a_reg[15]$_DFF_PN0_ | 1 |
==> metrics by stage <==
step	total power [mW]	cells	hold WS (ns)	util, %
after floorplan	0.844	972	0.427	-
after global placement	1.11	1336	0.734	34.0
after detailed placement	1.10	1336	0.729	34.0
after CTS	1.22	1344	0.754	34.6
after global routing	1.34	1344	0.795	34.6
final	1.22	1344	0.759	34.6
Power is estimated from default activity; no workload was simulated.
