## /design/flow/constraint.sdc

```tcl
current_design P_MUL

set clk_period 25.7
set clk_io_pct 0.2

create_clock -name clk0 -period $clk_period [get_ports {clk}]

set non_clock_inputs [all_inputs -no_clocks]
set_input_delay [expr $clk_period * $clk_io_pct] -clock clk0 $non_clock_inputs
set_output_delay [expr $clk_period * $clk_io_pct] -clock clk0 [all_outputs]
```

## /design/flow/run.sh

```bash
#!/bin/bash
# OpenROAD 26Q1-2900-gdf79404cd8, Yosys 0.63+post, stock flow scripts
make -C /OpenROAD-flow-scripts/flow DESIGN_CONFIG=/design/flow/config.mk WORK_HOME=/design/flow/orfs finish
```

## /design/flow/design.v

```verilog
module P_MUL(
	in_1,
	in_2,
	in_3,
	in_valid,
	rst_n,
	clk,
    out_valid,
	out
);
input [46:0] in_1, in_2;
input [47:0] in_3;
input in_valid, rst_n, clk;
output logic out_valid;
output logic [95:0] out;
logic in_valid_1, in_valid_1_comb;
logic [46:0] in_1_reg, in_1_comb, in_2_reg, in_2_comb;
logic [47:0] in_3_reg, in_3_comb;
logic [47:0] in_a_comb, in_a_reg;
logic [47:0] in_b_comb, in_b_reg;
logic in_valid_2;
logic in_valid_3;
logic [31:0] p1, p2, p3, p4, p5, p6, p7, p8, p9;
logic [31:0] p1_comb, p2_comb, p3_comb, p4_comb, p5_comb, p6_comb, p7_comb, p8_comb, p9_comb;
logic [95:0] p1_shift, p2_shift, p3_shift; 
logic [95:0] p4_shift, p5_shift, p6_shift; 
logic [95:0] p7_shift, p8_shift, p9_shift; 
logic [95:0] out_comb;
assign in_1_comb = (in_valid) ? in_1 : 0;
assign in_2_comb = (in_valid) ? in_2 : 0;
assign in_3_comb = (in_valid) ? in_3 : 0;
always_ff @(posedge clk or negedge rst_n) begin 
    if(!rst_n)
        in_1_reg <= 0;
    else
        in_1_reg <= in_1_comb;
end
always_ff @(posedge clk or negedge rst_n) begin 
    if(!rst_n)
        in_2_reg <= 0;
    else
        in_2_reg <= in_2_comb;
end
always_ff @(posedge clk or negedge rst_n) begin 
    if(!rst_n)
        in_3_reg <= 0;
    else
        in_3_reg <= in_3_comb;
end
always_ff @(posedge clk or negedge rst_n) begin 
    if(!rst_n)
        in_valid_1 <= 0;
    else
        in_valid_1 <= in_valid;
end
assign in_a_comb = in_1_reg + in_2_reg;
assign in_b_comb = in_3_reg;
always_ff @(posedge clk or negedge rst_n) begin 
    if(!rst_n)
        in_valid_2 <= 0;
    else
        in_valid_2 <= in_valid_1;
end
always_ff @(posedge clk or negedge rst_n) begin 
    if(!rst_n)
        in_a_reg <= 0;
    else
        in_a_reg <= in_a_comb;
end
always_ff @(posedge clk or negedge rst_n) begin 
    if(!rst_n)
        in_b_reg <= 0;
    else
        in_b_reg <= in_b_comb;
end
assign p1_comb = in_a_reg[15:0] * in_b_reg[15:0];
assign p2_comb = in_a_reg[31:16] * in_b_reg[15:0];
assign p3_comb = in_a_reg[47:32] * in_b_reg[15:0];
assign p4_comb = in_a_reg[15:0] * in_b_reg[31:16];
assign p5_comb = in_a_reg[31:16] * in_b_reg[31:16];
assign p6_comb = in_a_reg[47:32] * in_b_reg[31:16];
assign p7_comb = in_a_reg[15:0] * in_b_reg[47:32];
assign p8_comb = in_a_reg[31:16] * in_b_reg[47:32];
assign p9_comb = in_a_reg[47:32] * in_b_reg[47:32];
always_ff @(posedge clk or negedge rst_n) begin 
    if(!rst_n)
        in_valid_3 <= 0;
    else
        in_valid_3 <= in_valid_2;
end
always_ff @(posedge clk or negedge rst_n) begin 
    if(!rst_n) begin
        p1 <= 0;
        p2 <= 0;
        p3 <= 0;
        p4 <= 0;
        p5 <= 0;
        p6 <= 0;
        p7 <= 0;
        p8 <= 0;
        p9 <= 0;
    end else begin
        p1 <= p1_comb;
        p2 <= p2_comb;
        p3 <= p3_comb;
        p4 <= p4_comb;
        p5 <= p5_comb;
        p6 <= p6_comb;
        p7 <= p7_comb;
        p8 <= p8_comb;
        p9 <= p9_comb;
    end
end
always_ff @(posedge clk or negedge rst_n) begin 
    if(!rst_n)
        out_valid <= 0;
    else
        out_valid <= in_valid_3;
end
assign p1_shift = p1;
assign p2_shift = p2 << 16;
assign p3_shift = p3 << 32;
assign p4_shift = p4 << 16;
assign p5_shift = p5 << 32;
assign p6_shift = p6 << 48;
assign p7_shift = p7 << 32;
assign p8_shift = p8 << 48;
assign p9_shift = p9 << 64;
assign out_comb = (p1_shift + p2_shift + p3_shift) + (p4_shift + p5_shift + p6_shift) + (p7_shift + p8_shift + p9_shift);
always_ff @(posedge clk or negedge rst_n) begin 
    if(!rst_n)
        out <= 0;
    else
        out <= out_comb;
end
endmodule
```

## /design/flow/config.mk

```make
export PLATFORM = sky130hd
export DESIGN_NAME = P_MUL
export DESIGN_NICKNAME = P_MUL
export VERILOG_FILES = /design/flow/design.v
export SDC_FILE = /design/flow/constraint.sdc
export NUM_CORES = 4
export LEC_CHECK = 1
export CORE_UTILIZATION = 40
```

==> summary.rpt <==
==== FLOW RESULTS ====
----------------------------------------------------
[Run status]
  Result of the run ........................ completed

[Worst setup path]
  FF-to-FF setup slack ........................ 17.84 ns
  CP Data Required Time ........................ ~26 ns
  Critical R2R Launch ........................ in_a_reg[26]
  Destination of the worst register-to-register timing path ........................ p8[30]
  Register-to-Register Path Depth ........................ 23
  Critical path arrival ........................ a little under 9 ns
  Maximum fanout along the worst path ........................ 120
  Kind of capture point of the worst setup path ........................ async pin
  Critical Path Start Type ........................ primary input
  Critical path class ........................ in2async

[Clocking]
  Hold-fix buffers, CTS ........................ 0
  Clock edge transition at the registers on the reported setup and hold paths ........................ ~0.080 ns
  Deepest level of the CTS H-tree ........................ 3
  Clock buffer depth ........................ 3
  CTS sink cnt ........................ 626
  TritonCTS clock tree ........................ yes
  Resize count post-CTS ........................ 0
  Setup bufs post-CTS ........................ 0
  Num CTS Buffers ........................ 82
  Clk Latency, worst-skew pair ........................ 0.76 ns
  CTS root buf ........................ sky130_fd_sc_hd__clkbuf_16

[Routing]
  Detailed-routing iteration count for the pre-antenna-repair pass ........................ 6
  Routed wire per std cell ........................ 19.23 µm
  Total detailed-routing wirelength ........................ 271.3 mm
  Via-to-Cell Ratio ........................ between 5 and 6
  1st-iter DRT viols ........................ roughly 3400
  Drt drc ........................ 0
  Total vias in the final route ........................ 71080
  Antenna viol nets, final ........................ 0

[Yosys]
  Mapped Cells ........................ approximately 11000
  Flip-flop and latch count after synthesis ........................ 626
  Count of library flops with an enable pin ........................ 0
  Fraction of registers with async set or reset after synthesis ........................ 100.0%
  Proportion of synthesized area in mux cells ........................ 0%
  Fraction of the mapped netlist area in adder cells ........................ roughly 50%
  Prevailing logic family in the synthesized netlist ........................ adder cells
  Proportion of synthesized chip area in sequential cells ........................ 15.33%
  Area share of and/or/nand/nor cells after synthesis ........................ 15.11%
  Synthesized chip area reported by yosys ........................ just over 100000 µm²
  Count of cell types in the netlist ........................ 77
  Yosys Warn Count ........................ 1
  Synthesized-area fraction occupied by ao, oa, aoi and oai cells ........................ 6.357%
  Post-Synth XOR/XNOR Area ........................ 3.086%
  Post-synth design cell area ........................ 102200 µm²
  Prevailing post-synth register cell ........................ sky130_fd_sc_hd__dfrtp_1
  # Cells Yosys ........................ 10730
  Synthesized area per cell ........................ 9.524 µm²

[Placement]
  Routability congestion estimate from global placement ........................ 0.9570
  HPWL Detailed ........................ 206.4 mm
  Port-buffer cells ........................ between 200 and 250

[Global routing]
  Leftover overflow at the end of global routing ........................ 0
  Wire length of the first global-routing pass ........................ 433.8 mm
  Vias in the first global route ........................ 75610
  Routing layer with the top usage in global route ........................ met2
  GR met2 Demand/Resource ........................ 34.67%
  Largest net degree at the start of global routing ........................ around 120
  GR met1 Demand/Resource ........................ about a third
  GR met3 Demand/Resource ........................ between 10% and 20%
  Overall Global Routing Usage ........................ 23.16%
  Initial antenna violation count ........................ 19

[Run]
  Max Cap Violations ........................ 0
  Stage-log warning count ........................ 28

[Final layout]
  Most flop-heavy register ........................ out
  Area taken by flip-flops and latches ........................ between 15000 and 20000 µm²
  Relative area change from synthesis to final layout ........................ 8.584%
  Layout cell share with drive strength beyond 1 ........................ 3.363%
  Max reg flops ........................ about 96
  Area of the multi-input gates ........................ 76550 µm²
  Total of fill cells in the finished design ........................ 23390
  Layout Utilization ........................ 43.69%
  Most used logic cell in the final layout ........................ sky130_fd_sc_hd__inv_1
  Commonest cells after routing, fill and taps aside ........................ sky130_fd_sc_hd__inv_1, sky130_fd_sc_hd__fa_1, sky130_fd_sc_hd__nand2_1

[Floorplanning]
  Fp util ........................ slightly above 40%
  Vertical die size ........................ 507.4 µm
  Die boundary width ........................ 507.4 µm
  Placement Rows ........................ 185
  Core Box Area ........................ 253900 µm²
  Io pins ........................ 242
  Die outline area ........................ 257500 µm²

[Timing]
  Fin Hold WS ........................ 0.3057 ns
  Count of pins over their slew limit ........................ 0
  Headroom to the max-slew limit ........................ about a third
  RSZ-0062 raised after global routing ........................ no
  Clock period minus final worst setup slack ........................ roughly 8 ns
  Share of the clock period used by the worst path ........................ 30.82%
  Fin. Hold Viols ........................ 0
  Accumulated negative setup slack ........................ 0 ns
  Upper clock frequency limit ........................ 126.3 MHz
  Tightest Pin Transition ........................ 1.001 ns
  Clock Skew ........................ 0.06061 ns
  Final setup violation count ........................ 0

[Hold path]
  Critical hold path startpoint ........................ in_3_reg[5]
  Path type of the worst min-delay path ........................ reg2reg
  Hold worst-path end ........................ in_b_reg[5]
  Cell count of the worst hold path ........................ 0

----------------------------------------------------
==> logic make-up (layout without fill, tap and decap cells) <==
logic type | after synthesis | in the layout
AOI/OAI and AO/OA | 997 | 997
xor gates and xnor gates | 360 | 360
adders and majority gates | 2987 | 2987
buffers and inverters | 2651 | 2657
DFF | 626 | 626
other | 0 | 6
and+or+nand+nor | 3107 | 3107
==> cells in the mapped netlist, drive strengths merged (13+ instances only) <==
library cell  instances  area share (%)
and3                 37            0.23
dfrtp               626              15
nand2              1405             5.2
clkbuf              545             2.0
xor2                125             1.1
o21ai               150            0.74
a211oi               30            0.23
nand2b               42            0.26
nor3                 38            0.19
a21o                216             1.6
inv                2100             7.7
or2                  16           0.098
nand3                65            0.32
xnor2               235             2.0
and2               1206             7.4
a221oi               13            0.13
a31oi                35            0.23
o211ai               15            0.11
o21bai               63            0.46
nor2b                54            0.33
fa                 1876              37
ha                 1111              14
nor2                160            0.59
a21oi               317             1.6
o31ai                18            0.14
o21a                 41            0.30
nand4                44            0.27
==> worst max-delay path: stages <==
cell	delay, ns
sky130_fd_sc_hd__buf_8	0.32
sky130_fd_sc_hd__buf_4	0.64
sky130_fd_sc_hd__buf_4	0.55
sky130_fd_sc_hd__buf_4	0.63
sky130_fd_sc_hd__buf_4	0.65
sky130_fd_sc_hd__buf_12	0.51
==> per-stage QoR <==
step	cell area (µm²)	setup slack, ns	instances
after floorplan	102200	19.05	10730
after global placement	108000	16.85	13950
after detailed placement	108000	16.76	13950
after CTS	110900	17.57	14100
after global routing	110900	17.10	14100
final	110900	17.78	14110
==> final cells by class <==
type / count / share of cell area, %
clock inverters: 50 / 0.6102
flip-flops and latches: 626 / 14.14
repair buffers: 405 / 3.298
multi-input cells: 7451 / 69.00
diodes: 6 / 0.01353
well taps: 3366 / 3.796
clock buffers: 102 / 2.037
inverters: 2100 / 7.105
==> worst max path at each step <==
stage	start	endpoint	slack, ns	depth (start not counted)
after global routing	rst_n	in_b_reg[33]	17.10	6
after CTS	rst_n	in_b_reg[34]	17.57	6
final	rst_n	in_b_reg[33]	17.78	6
==> per-layer routing <==
layer	vias up	routed length, µm	part of all wire, %
li1	32340	-	-
met2	2858	123800	46
met1	35490	109300	40
met4	18	8150	3.0
met3	371	29880	11
met5	-	163	0.060
